<file path="design/flow/run.sh">
#!/bin/bash
# OpenROAD 26Q1-2900-gdf79404cd8, Yosys 0.63+post, stock flow scripts
make -C /OpenROAD-flow-scripts/flow DESIGN_CONFIG=/design/flow/config.mk WORK_HOME=/design/flow/orfs finish
</file>
<file path="design/flow/config.mk">
export PLATFORM = sky130hd
export DESIGN_NAME = counter
export DESIGN_NICKNAME = counter
export VERILOG_FILES = /design/flow/design.v
export SDC_FILE = /design/flow/constraint.sdc
export NUM_CORES = 4
export LEC_CHECK = 1
export CORE_UTILIZATION = 30
</file>
<file path="design/flow/constraint.sdc">
current_design counter

set clk_period 2.8
set clk_io_pct 0.2

create_clock -name clk0 -period $clk_period [get_ports {clk}]

set non_clock_inputs [all_inputs -no_clocks]
set_input_delay [expr $clk_period * $clk_io_pct] -clock clk0 $non_clock_inputs
set_output_delay [expr $clk_period * $clk_io_pct] -clock clk0 [all_outputs]
</file>
<file path="design/flow/design.v">
module counter (
            input wire       clk,              
            input wire       inc_row,          
            input wire       inc_byte,         
            output reg [7:0] byte_led,         
            output reg [2:0] row_led           
        );
    reg [31:0] counter = 0;      
    always @(posedge clk)
    begin
        counter = counter + 1;
    end
    always @(posedge counter[20])
    begin
        if (inc_row)
        begin
            row_led = row_led + 1;
            if (row_led > 5) row_led = 0;
        end
        if (inc_byte)
            byte_led = byte_led + 1;
    end
endmodule
</file>
==> notes.md <==
flow finished, numbers: status=completed, Met3 Wirelength=a little over 80 um, largest net degree at the start of global routing=13, GPL Wtd Cong=around 0.79, distinct lib cells=19, post-cts sizing count=0, Slew headroom=74.7%, wire length on met1=just under 1 mm, Post-CTS Hold Fix Bufs=0, reg-to-reg critical path endpoint=counter[20], vias per cell=4.50, die height=68.0 um, register pins left without a clock=11, RSZ-0062 raised after global routing=false, FF-to-FF Start=counter[0], fin crit share=54.4%, CTS H-tree depth=1, routed vias=~800, core box area=0.00409 sq mm, worst slew pin tran=0.378 ns, DRC=0, CP max FO=4, Reg power frac=60.3%, reg-to-reg slack, setup=1.28 ns, Num CTS Buffers=3, fin. max-slew vios=0, clk ins delay skew pair=0.25 ns, hold depth=1, die area=0.00462 sq mm, NetSw=96.3 uW, syn avg cell area=11.6 sq um, Mapped Cells=113, post-CTS setup buffer count=0, Detail Placement HPWL=1.34 mm, clock root cell=clkbuf_8, min-delay worst type=flip-flop to flip-flop, global-route wire length before repair=slightly above 3 mm, VDD IR max=0.314 mV, hold path startpoint=counter[0], fp_density=32.0%, hold path endpoint=counter[0], count of tool warnings=26, layout cell share with drive strength beyond 1=6.15%, post-route ant nets=0, Pint=402 uW, crit path time final=about 1.5 ns, leakage=0.541 nW, Crit Path Class=flip-flop to flip-flop, CTS tree=done, crit path launch type=flip-flop, endpoints failing setup=0, clk slew on worst S/H paths=around 0.07 ns, Final Hold Viols=0, io pins=14, GRT Total Usage=8.56%, DRT iter0 DRCs=9, Placed Instances=approximately 180, Die W=68.0 um, Sw Share=19.3%, YS warnings=1, endpoints left unconstrained=33, Max Cap Violations=0, ys flops=32, row count=23, Max clock buf depth=2, total power=approximately 500 uW, Synth Cell Area=about 0.0013 sq mm, PortBufs=13, Yosys chip area=0.00131 sq mm, Util after Layout=37.8%, DR top layer=met4, crit path DRT=approximately 2.9 ns, clock network fraction of total power=about two fifths, P&R area growth vs syn=18.3%, Crit. End Element=flip-flop, setup TNS=0 ns, met2 wire len=751 um, vias in the first global route=730, WP data arrival=1.66 ns, Routed WL=1.80 mm, drt pass-1 iters=4, PwrDens=322 mW/mm^2, Seq/Total Area, Yosys=around 57%, total gr overflow=0, power share of the combinational group=between 1 and 1.5%, number of cells in Yosys stat=113, R2R cell count=5, DR WL/cell=10.0 um, skew final=around 0.001 ns, initial antenna violation count=0, antenna diode count=0, fmax=657 MHz, Final Non-Filler Cells=roughly 180
critical path, stage by stage (launching register included):
cell and delay [ns]:
dfxtp_1 0.38, ha_1 0.22, nand4_1 0.16, nor4_1 0.31, nand4_1 0.18, xnor2_1 0.15
layout by cell type, fill, tap and decap left out:
cell type        count
inv_1                6
xnor2_1             20
nand4_1              5
clkinv_2             1
clkdlybuf4s50_1     13
nor3_1               1
xor2_1               6
and3_1               2
or2_2                1
clkbuf_8             3
ha_1                 4
nand3_1             12
nor4_1               2
edfxtp_1            11
nand2_1              9
nand2b_1             1
dfxtp_1             21
nor4_4               1
nor2_1               8
and4_2               1
nand4_4              1
a21oi_1              1
sequential cells by signal (all words and copies together), names as in the netlist:
name      flops
byte_led      8
counter      21
row_led       3
per-layer routing:
| layer | GRT usage [%] | vias up |
|---|---|---|
| met5 | 0 | - |
| met4 | 0.781 | 0 |
| met2 | 12.9 | 12 |
| met3 | 2.36 | 2 |
| met1 | 13.0 | 375 |
| li1 | - | 421 |
stage by stage:
stage | hold WS [ns] | worst slack [ns] | area [sq um]
after floorplan | 0.384 | 1.48 | 1310
after global placement | 0.392 | 1.39 | 1500
after detailed placement | 0.402 | 1.33 | 1500
after CTS | 0.420 | 1.29 | 1550
after global routing | 0.430 | 1.18 | 1550
final | 0.421 | 1.28 | 1550
area by class of cell:
cell class,count,area [sq um]
Clock buffer,3,41.3
Sequential cell,32,751
Inverter,6,22.5
Timing Repair Buffer,13,130
Fill cell,385,2540
Clock inverter,1,5.00
Multi-Input combinational cell,75,533
Tap cell,50,62.6
how the worst max path moves through the flow:
stage         startpoint           to  slack (ns)  depth (start not counted)
global route  counter[0]  counter[20]        1.18                          5
CTS           counter[0]  counter[20]        1.29                          5
finish        counter[0]  counter[20]        1.28                          5
power groups by stage:
stage / clock [mW] / sequential (mW) / combinational [mW]
after global routing: 0.218 / 0.300 / 0.00587
final: 0.192 / 0.301 / 0.00550
after CTS: 0.201 / 0.300 / 0.00551
synthesized netlist by cell type, drive strengths merged:
| library cell | instances | area (sq um) |
|---|---|---|
| dfxtp | 21 | 420 |
| xnor2 | 20 | 175 |
| nand3 | 12 | 60.1 |
| edfxtp | 11 | 330 |
| nand2 | 9 | 33.8 |
| nor2 | 8 | 30.0 |
| inv | 6 | 22.5 |
| nand4 | 6 | 52.6 |
| xor2 | 6 | 52.6 |
| ha | 4 | 50.1 |
| nor4 | 3 | 33.8 |
| and3 | 2 | 12.5 |
| a21oi | 1 | 5.00 |
| and4 | 1 | 10.0 |
| nand2b | 1 | 6.26 |
| nor3 | 1 | 5.00 |
| or2 | 1 | 6.26 |
logic make-up (layout without fill, tap and decap cells):
logic type,Yosys count,count (layout),share of synthesized area [%]
DFF,32,32,57.5
AOI/OAI and AO/OA,1,1,0.383
and+or+nand+nor,44,44,19.2
xor gates and xnor gates,26,26,17.4
adders and majority gates,4,4,3.83
buffers and inverters,6,23,1.72
Power figures rest on the tool's default switching activity, not on a simulated workload.
