==> ./design.v <==
module leds (
                input wire        clk,          
                input wire [9:0]  x_px,         
                input wire [9:0]  y_px,         
                input wire        activevideo,  
                input wire        px_clk,       
                input wire [7:0]  byte_led,     
                input wire [2:0]  row_led,      
                output reg [2:0]  color_px      
                );
    parameter [2:0] black = 3'b000;
    parameter [2:0] blue  = 3'b001;
    parameter [2:0] green = 3'b010;
    parameter [2:0] white = 3'b111;
    parameter border = white;
    parameter led_on = green;
    parameter led_off = blue;
    parameter background = black;
    parameter width = 80;            
    parameter height = 80;           
    parameter vborder = 8;           
    parameter hborder = 8;           
    reg [9:0] x_led;
    reg [9:0] y_led;
    reg [2:0] bit_led;
    always @(posedge px_clk)
    begin
        if (activevideo)
        begin
            x_led <= width*(7-bit_led);
            y_led <= row_led*height;
            case (x_px)
                width*0:
                    bit_led <= 7;
                width*1:
                    bit_led <= 6;
                width*2:
                    bit_led <= 5;
                width*3:
                    bit_led <= 4;
                width*4:
                    bit_led <= 3;
                width*5:
                    bit_led <= 2;
                width*6:
                    bit_led <= 1;
                width*7:
                    bit_led <= 0;
            endcase
        end
    end
    always @(posedge px_clk)
    begin
        if (activevideo)
        begin
            if ((x_px >= x_led) && (x_px < x_led + width) && (y_px >= y_led) && (y_px < y_led + height))   
            begin
                if ((x_px < x_led + hborder) || (x_px > x_led + width - hborder ) || (y_px < y_led + vborder) || (y_px > y_led + height - vborder))
                    color_px = border;
                else
                begin
                    if (byte_led[bit_led])
                        color_px = led_on;
                    else
                        color_px = led_off;
                end
            end
            else
               color_px = background;
        end
    end
endmodule
==> ./run.sh <==
#!/bin/bash
# OpenROAD 26Q1-2900-gdf79404cd8, Yosys 0.63+post, stock flow scripts
make -C /OpenROAD-flow-scripts/flow DESIGN_CONFIG=/design/flow/config.mk WORK_HOME=/design/flow/orfs finish
==> ./config.mk <==
export PLATFORM = sky130hd
export DESIGN_NAME = leds
export DESIGN_NICKNAME = leds
export VERILOG_FILES = /design/flow/design.v
export SDC_FILE = /design/flow/constraint.sdc
export NUM_CORES = 4
export LEC_CHECK = 1
export CORE_AREA = 10 10 109 109
export DIE_AREA = 0 0 119 119
==> ./constraint.sdc <==
current_design leds

set clk_period 3.5
set clk_io_pct 0.2

create_clock -name clk0 -period $clk_period [get_ports {px_clk}]

set non_clock_inputs [all_inputs -no_clocks]
set_input_delay [expr $clk_period * $clk_io_pct] -clock clk0 $non_clock_inputs
set_output_delay [expr $clk_period * $clk_io_pct] -clock clk0 [all_outputs]
==> impl_metrics.csv <==
group,metric,value,unit
run_status,status,"finished, final reports clean",
grt,grt_usage,7.35,%
setup_path,reg2reg_slack,0.40,ns
clocking,path_clk_slew,0.06,ns
die,num_rows,36,
final_timing,tightest_slew,0.665,ns
die,coreArea,9640,sq um
grt,antenna_found_initial,0,
job,warnings,33,
die,die_area,14200,sq um
power_and_ir_drop,finalPower,0.725,mW
finish,layoutNonFillerInstCount,438,
placement,portBuffers,35,
grt,grt_max_degree,17,
setup_path,crit_start,"y_led[6]$_DFFE_PP_",
grt,grt_pass1_vias,1888,
die,die_h,119,um
grt,grt_pass1_wl,8.87,mm
setup_path,cp.arrival,3.17,ns
power_and_ir_drop,vdd_drop_max,0.0847,mV
final_timing,timing.slew.headroom,55.5,%
finish,final_cell_mix,"44 x ha_1, 35 x clkdlybuf4s50_1, 28 x inv_1",
synth,synth_stat.cells,262,
final_timing,hold_viol_final,0,
synth,seq_area_frac_synth,23.0,%
drt,diodes,0,
synth,synth-async-reset-ratio,0,%
final_timing,rsz0062_at_grt,"false",
clocking,clockRootBuffer,"clkbuf_8",
finish,drive_gt1_share,8.85,%
final_timing,final_max_slew_viol_count,0,
placement,dp_cells,430,
placement,dp_hpwl,4.50,mm
drt,num_vias,1981,
final_timing,setup_tns,0,ns
clocking,htree_levels,1,
finish,flop_area,541,sq um
drt,drt_iter0_drc,65,
die,pin_count,37,
final_timing,fin_ws,0.398,ns
synth,synth_area,2350,sq um
grt,grt_overflow,0,
setup_path,worstPathRequired,3.57,ns
synth,ys_area,2350,sq um
clocking,clk_latency,0.24,ns
synth,synthCells,262,
drt,vias_per_cell,4.52,
setup_path,end_kind,"flip-flop",
setup_path,cp_max_fo,7,
drt,ant_nets,0,
synth,synth_cell_types,57,
final_timing,period_minus_slack,3.10,ns
placement,place_ws,0.185,ns
power_and_ir_drop,cellPowerDensity,243,nW/um^2
placement,place_congestion,0.862,
setup_path,cp-start-kind,"flip-flop",
final_timing,fmax,322,MHz
die,fp_util,24.4,%
finish,area_growth,27.1,%
synth,yosys_warnings,1,
setup_path,worstReg2RegEnd,"color_px[1]$_SDFFCE_PN0P_",
clocking,cts_buffer_depth,2,
drt,wl_per_cell,12.0,um
clocking,cts_tree,"done",
synth,ys.flops,18,
setup_path,rr_worst_depth,13,
clocking,numCtsBuffers,3,
setup_path,endpoint,"color_px[1]$_SDFFCE_PN0P_",
power_and_ir_drop,leakagePower,1.25,nW
synth,edf_count,18,
finish,layout_top_cell,"ha_1",
finish,fillers,998,
worst_hold_path,hp-class,"flip-flop to flip-flop",
final_timing,finClkSkew,0.00391,ns
setup_path,regToRegStartpoint,"y_led[6]$_DFFE_PP_",
setup_path,critical_path_class,"flip-flop to flip-flop",
clocking,cts_sinks,18,
drt,wirelength,5.25,mm
drt,drcViolationCount,0,
drt,dr.pass1.iters,4,
job,cap_violations,0,
final_timing,finalSetupViolations,0,
synth,ff_type,"edfxtp_1",
final_timing,finalCritPeriodShare,88.6,%
synth,syn_area_per_cell,8.96,sq um
finish,layout.area.comb,1690,sq um
die,die_w,119,um
-- cell type report --
class,count,share of cell area (%)
Clock buffer,3,1.38
Clock inverter,1,0.126
Inverter,28,3.52
Multi-Input combinational cell,208,56.5
Sequential cell,18,18.1
Tap cell,133,5.58
Timing Repair Buffer,47,14.8
-- registers in the layout (all words and copies together), names as in the netlist --
register / flops
bit_led: 3
x_led: 6
y_led: 6
color_px: 3
-- worst min-delay path by stage --
| stage | from | to | slack, ns | cells after the start |
|---|---|---|---|---|
| 4_1_cts | bit_led[1]$_DFFE_PP_ | x_led[5]$_DFFE_PP_ | 0.64 | 1 |
| 5_1_grt | bit_led[1]$_DFFE_PP_ | x_led[5]$_DFFE_PP_ | 0.69 | 1 |
| 6_report | bit_led[1]$_DFFE_PP_ | x_led[5]$_DFFE_PP_ | 0.63 | 1 |
-- per-layer routing --
layer	GRT usage [%]	up-vias	part of all wire (%)	wire length, um
met4	0.534	0	0.55	29
li1	-	1065	-	-
met1	10.6	883	51	2680
met2	11.8	29	45	2340
met5	0	-	0	0
met3	1.20	4	3.8	198
-- logic make-up after synthesis --
group / synth area share [%]
flip-flops: 23.0
XOR/XNOR: 7.84
AND-OR/OR-AND: 21.5
multiplexers: 2.51
AND/OR/NAND/NOR: 15.3
buffers and inverters: 5.92
adder cells (fa/ha/maj): 23.9
-- critical path: stages, from the launching register on --
cell and delay [ns]:
edfxtp_1 0.47, inv_1 0.12, ha_1 0.22, a21oi_1 0.24, xnor2_1 0.18, nor4_2 0.26
xor2_1 0.10, ha_1 0.30, nand4b_1 0.12, a21oi_1 0.14, nor3_1 0.08, nor4_2 0.34
a211oi_2 0.11, a211oi_1 0.26
-- Yosys cell counts (all sizes together) (5+ instances only) --
cell type / count / area, sq um
a21oi: 16 / 80.1
nor2: 13 / 48.8
o21ai: 12 / 60.1
a21o: 7 / 55.1
o211ai: 7 / 52.6
xor2: 6 / 52.6
inv: 28 / 105
nand3: 6 / 30.0
nand2b: 5 / 31.3
xnor2: 15 / 131
clkbuf: 6 / 23.8
nand2: 15 / 56.3
nor3: 7 / 35.0
a211oi: 6 / 45.0
ha: 44 / 551
edfxtp: 18 / 541
-- stage by stage --
| step | utilization, % | hold WS, ns | area [sq um] |
|---|---|---|---|
| floorplan | - | 0.576 | 2350 |
| global placement | 30.0 | 0.625 | 2890 |
| detailed placement | 30.0 | 0.630 | 2890 |
| CTS | 30.5 | 0.643 | 2940 |
| global route | 30.9 | 0.695 | 2980 |
| finish | 30.9 | 0.630 | 2980 |
-- power breakdown --
part	total, mW	switching (mW)	internal [mW]
logic	0.325	0.160	0.164
clock network	0.136	0.0581	0.0776
registers	0.265	0.0139	0.251
-- what timing repair did --
action,CTS,global route
endpoints found under the setup margin,0,3
hold buffers,0,0
setup buffers,0,4
resized,0,3
Power is estimated from default activity; no workload was simulated.
